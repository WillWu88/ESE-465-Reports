==> design/flow/design.v <==
`timescale 1ns / 1ps
module async_ram #
    (parameter RAM_HEIGHT = 279, RAM_WIDTH = 16)
    (
        input clk,
        input we,
        input [RAM_WIDTH-1:0] a,
        input [RAM_WIDTH-1:0] di,
        output [RAM_WIDTH-1:0] do
    );
    reg signed [RAM_WIDTH-1:0] ram [0:RAM_HEIGHT-1];
    always @(posedge clk) begin
        if (we) begin
            ram[a] <= di;
        end
    end
    assign do = ram[a];
endmodule
==> design/flow/run.sh <==
#!/bin/bash
# OpenROAD 26Q1-2900-gdf79404cd8, Yosys 0.63+post, stock flow scripts
make -C /OpenROAD-flow-scripts/flow DESIGN_CONFIG=/design/flow/config.mk WORK_HOME=/design/flow/orfs finish
==> design/flow/config.mk <==
export PLATFORM = sky130hd
export DESIGN_NAME = async_ram
export DESIGN_NICKNAME = async_ram
export VERILOG_FILES = /design/flow/design.v
export SDC_FILE = /design/flow/constraint.sdc
export NUM_CORES = 4
export LEC_CHECK = 1
export CORE_UTILIZATION = 40
export SYNTH_MEMORY_MAX_BITS = 65536
==> design/flow/constraint.sdc <==
current_design async_ram

set clk_period 18.1
set clk_io_pct 0.2

create_clock -name clk0 -period $clk_period [get_ports {clk}]

set non_clock_inputs [all_inputs -no_clocks]
set_input_delay [expr $clk_period * $clk_io_pct] -clock clk0 $non_clock_inputs
set_output_delay [expr $clk_period * $clk_io_pct] -clock clk0 [all_outputs]
==> CHANGELOG.md <==
### Metrics

* RD Place Congestion at 0.948
* VDD IR max at 0.0941 mV
* Antenna viol nets, final at 0
* # hold bufs at CTS at 0
* Post-synthesis async set-or-reset flop share at 0
* Top cells by instance count after synthesis: 4464 x edfxtp_1, 1108 x mux4_2, 367 x nor2_1
* Clock sink count at 4464
* Period utilization at 0.728
* GRT Total Usage at 0.242
* CTS H-tree lvls at 5
* Largest cells by area: edfxtp_1 78%, mux4_2 15%, mux2i_1 1.9%, nor2_1 0.80%, nand2_1 0.47%
* Register area share after synthesis at 0.780
* Psw at 4540 uW
* Count of port buffers added during placement at 42
* Crit Path Max Fanout at 60
* Largest net degree at the start of global routing at 118
* CP Cell Sequence: buf_16 > buf_4 > buf_4 > buf_4 > mux4_2 > mux4_2 > a32oi_1 > nand3_1 > nor4_1 > nand4_1 > clkdlybuf4s50_1
* FILL cells at 34.5k
* Cells after Synth at 7634
* Die height at 657 microns
* Setup violators final at 0
* Required @ worst endpoint at 14.48 ns
* DR pass1 iterations at 6
* Worst path slowest cell: nor4_1
* Buffers from clock root to sink, at most at 4
* Most common reg cell: edfxtp_1
* Core region area at 428000 sq um
* # DRC at 0
* Vias at 81.8k
* Die span in x at 657 microns
* Mean Syn Cell Area at 22.5 sq um
* Fmax at 75.9 MHz
* Hold Vio Cnt, Final at 0
* Log Warnings at 42
* Worst slew pin tran at 1.28 ns
* HP Class: primary input to flip-flop
* Vias in the first global route at 90.3k
* Post-Layout Cell Count at 14.3k
* CTS tree: yes
* Seq pwr share at 0.536
* CP arrival at 9.56 ns
* Cell Int Power at 16700 uW
* Netlist Area Pre-Place at 172000 sq um
* Post-cts resize count at 0
* Overflow after GRT at 0
* # Post-CTS Setup Buffers at 0
* Switch share at 0.214
* Ys flops at 4464
* Fp util at 0.402
* Clock share of power at 0.413
* # IOs at 50
* Power per cell area at 109 nW/um^2
* Minimum clock period at 13.18 ns
* 1st-iter DRT viols at 5340
* Outcome: finished clean
* CP peak stage delay at 0.96 ns
* Post-synth top area share at 0.780
* CTS Root Cell: clkbuf_16
* First-pass GRT wire length at 664000 microns
* Vias/cell at 5.73
* Max transition margin at 0.146
* Largest Register: ram
* YS warnings at 1
* Post-Route WL at 471000 microns
* TritonCTS Buffers at 437
* Leading area contributor after synthesis: edfxtp_1
* Setup_tns at 0 ns
* Max-cap violations at 0
* Cell Count Post-Placement at 13.5k
* Routed wire per std cell at 33.0 microns
* Largest regs: ram x4464
* Antenna violations before repair at 22
* Worst setup path category: primary input to output pin
* Cell with the most instances after synthesis: edfxtp_1
* Distinct lib cells at 68
* LEAKAGE at 0.0608 uW
* Area Overhead vs Synth at 13.8%
* Unrepaired setup endpoints after global routing: false
* Endpoint class of the critical path: output pin
* Crit start category: primary input
* Cell total in the yosys stat output at 7634
* Max reg flops at 4464
* Clk pin slew, worst setup/hold paths at 0.06 ns
* Die area at 432000 sq um
* Share of layout cells above drive strength 1 at 0.288
* Post-DP HPWL at 284000 microns
* Num rows at 240
* Fin. max-slew vios at 0
* Most common cell on crit path: buf_4
* YS chip area at 172000 sq um
* EDFF count, synth at 4464
* Power share of the combinational group at 0.051
kinds of logic (layout without fill, tap and decap cells):
kind of cell    after synthesis  count (layout)  synth area share
buf+inv                     442            1393            0.0147
other cells                   0              11                 0
mux                        1469            1469             0.167
compound gates              502             502            0.0198
simple gates                757             757            0.0187
flops                      4464            4464             0.780
worst paths after layout:
check | start | cells past startpoint | endpoint
max | a[1] | 11 | do[14]
min | di[9] | 1 | ram[223][9]$_DFFE_PP_
routing by layer:
layer | up-vias | wire length (microns) | global-route usage | share of wire
met2 | 5970 | 216000 | 0.343 | 0.46
li1 | 33600 | - | - | -
met5 | - | 999 | 0.0160 | 0.0021
met3 | 897 | 98600 | 0.224 | 0.21
met1 | 41400 | 133000 | 0.253 | 0.28
met4 | 24 | 21700 | 0.0820 | 0.046
cells in the final DEF, fill, tap and decap left out, types with 94 or more instances in the layout:
| cell | n |
|---|---|
| edfxtp_1 | 4464 |
| mux4_2 | 1108 |
| buf_4 | 517 |
| clkbuf_16 | 445 |
| mux2i_1 | 320 |
| nor2_1 | 236 |
| nand2_1 | 209 |
| nor2_2 | 130 |
| clkinv_1 | 112 |
| clkbuf_1 | 97 |
| o21ai_0 | 94 |
cell type report:
cell class	count	area [sq um]	share of cell area
clock inverter	268	2300	0.0118
inverter	5	27.5	0.000141
tap	5687	7120	0.0364
clock buffer	542	11500	0.0588
multi-input combinational	2728	35700	0.183
timing repair buffer	578	4790	0.0245
sequential	4464	134000	0.686
antenna	11	27.5	0.000141
critical path: cells and delay by family:
family | cells | cell delay [ns]
and+or+nand+nor | 3 | 1.79
AOI/OAI and AO/OA | 1 | 0.27
muxes | 2 | 1.05
buffers and inverters | 5 | 2.69
power groups by stage:
stage     registers [uW]  clock network (uW)  logic, uW
6_report           11400                8770       1080
5_1_grt            11400                9290       1140
4_1_cts            11400                8910       1080
stage by stage:
step                      hold WS [ns]  cell area (sq um)   util  total power (uW)  setup slack, ns
after floorplan                   3.72             172000      -             12100             8.77
after global placement            4.01             182000  0.425             12700             5.15
after detailed placement          4.02             182000  0.425             12700             5.16
after CTS                         2.96             195000  0.457             21400             5.15
after global routing              3.02             195000  0.457             21800             4.62
final                             3.02             196000  0.457             21200             4.92
Power figures rest on the tool's default switching activity, not on a simulated workload.
